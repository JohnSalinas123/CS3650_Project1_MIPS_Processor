File: ./design.v
module Reg_File (
    input               clk,
    input               rst_n,
    input       [4:0]   A1,
    input       [4:0]   A2,
    input       [4:0]   A3,
    input               RegWrite,
    input       [31:0]  WD3,
    output      [31:0]  RD2,
    output      [31:0]  RD1
);
    reg [31:0]  ROM [31:0];
    initial begin
        ROM[0] <= 32'b0;
        ROM[1] <= 32'b0;
        ROM[2] <= 32'b0;
        ROM[3] <= 32'b0;
        ROM[4] <= 32'b0;
        ROM[5] <= 32'b0;
        ROM[6] <= 32'b0;
        ROM[7] <= 32'b0;
        ROM[8] <= 32'b0;
        ROM[9] <= 32'b0;
        ROM[10] <= 32'b0;
        ROM[11] <= 32'b0;
        ROM[12] <= 32'b0;
        ROM[13] <= 32'b0;
        ROM[14] <= 32'b0;
        ROM[15] <= 32'b0;
    end
    assign RD1 = ROM[A1];
    assign RD2 = ROM[A2];
    always @(negedge clk) begin
        if (RegWrite) begin
            ROM[A3] <= WD3;
        end
    end
endmodule
File: ./run.sh
#!/bin/bash
# OpenROAD 26Q1-2900-gdf79404cd8, Yosys 0.63+post, stock flow scripts
make -C /OpenROAD-flow-scripts/flow DESIGN_CONFIG=/design/flow/config.mk WORK_HOME=/design/flow/orfs finish
File: ./config.mk
export PLATFORM = sky130hd
export DESIGN_NAME = Reg_File
export DESIGN_NICKNAME = Reg_File
export VERILOG_FILES = /design/flow/design.v
export SDC_FILE = /design/flow/constraint.sdc
export NUM_CORES = 4
export LEC_CHECK = 1
export CORE_UTILIZATION = 30
File: ./constraint.sdc
current_design Reg_File

set clk_period 8.5
set clk_io_pct 0.2

create_clock -name clk0 -period $clk_period [get_ports {clk}]

set non_clock_inputs [all_inputs -no_clocks]
set_input_delay [expr $clk_period * $clk_io_pct] -clock clk0 $non_clock_inputs
set_output_delay [expr $clk_period * $clk_io_pct] -clock clk0 [all_outputs]
==> summary.rpt <==
RUN METRICS
----------------------------------------------------
[Pwr]
  Ratio of total power to cell area ........................ 218 mW/mm2
  Highest ir drop seen on vdd ........................ 0.165 mV
  Internal power ........................ 9.44 mW
  Lkg Pwr ........................ 26.0 nW
  Switching power summed over all nets ........................ 3.79 mW
  Part of the power in combinational logic ........................ 0.079
  Switching share of total power ........................ 0.286
  Clock network power share ........................ 0.491
  Register share of total power ........................ 0.430

[Global routing]
  Combined global-route utilization of all metal layers ........................ 0.194
  Initial antenna violation count ........................ 10
  GR Overflow Total ........................ 0
  Vias in the first global route ........................ 37156
  Largest net degree at the start of global routing ........................ 98
  Global-route wire length before repair ........................ ~220 mm

[Layout]
  Max FFs per register ........................ 1024
  Share of layout cells above drive strength 1 ........................ 0.0860
  Largest registers in the final layout ........................ ROM x1024
  Layout Area Growth over Synthesis ........................ 24.3%
  Register name with the most flops ........................ ROM

[Clock tree]
  Number of buffers on the longest clock path ........................ 3
  Number of buffers inserted during clock tree synthesis ........................ 108
  Post-cts hold-fix buffer tally ........................ 0
  Number of post-CTS setup repair buffers ........................ 0
  Clock tree from TritonCTS ........................ yes
  Clk sinks ........................ 1024
  Number of levels the H-tree was split into ........................ 3
  Root Buffer ........................ clkbuf_16
  Clock slew at the register clock pins of the worst setup and hold paths ........................ 30 ps

[STA]
  Number of setup violations in the final report ........................ 0
  Setup_tns ........................ 0 ps
  Worst Hold Slack ........................ 4460 ps
  Smallest setup slack after layout ........................ 96.5 ps
  Worst Max-Slew Pin Slew ........................ 912 ps
  Worst slew slack as a fraction of its limit ........................ 0.392
  Final Hold Fails ........................ 0
  Number of max-slew violations in the final report ........................ 0

[Synthesis]
  Sequential fraction of the synthesis area ........................ 0.631
  Netlist area before placement ........................ 0.0488 mm2
  Number of synthesized register bits ........................ 1024
  Area of the synthesized netlist per yosys stat ........................ 0.0488 mm2
  Number of distinct library cell variants in the gate-level netlist after synthesis ........................ 24
  Cells after synthesis ........................ approximately 3400
  Yosys synthesis warning count ........................ 1
  Cell count in the Yosys report ........................ about 3400
  Average size of a mapped cell ........................ ~14 um2

[Route]
  Antenna Violating Nets Remaining ........................ 0
  Average wire length per cell after detail routing ........................ 22.4 um
  Total routed wirelength ........................ 152 mm
  Count of TritonRoute iterations in the first routing pass ........................ 5
  Starting DRC count in detailed routing ........................ 2085
  Routed via count divided by cell count ........................ 5.06
  Via count ........................ 34199
  DRC ........................ 0

[Worst setup path]
  CP Data Arrival Time ........................ about 6700 ps
  Crit-path max FO ........................ 2
  Required time reported for the critical path endpoint ........................ 6800 ps
  Worst Setup Path Type ........................ flip-flop to output pin
  Cell Chain, Critical Path ........................ mux2i_1 -> a22o_1 -> nor3_2 -> a31oi_1 -> nand3_2 -> clkdlybuf4s50_1
  Slowest cell delay on critical path ........................ around 500 ps
  Worst Setup Start Kind ........................ flip-flop
  Critical Path End Type ........................ output pin
  Crit-path slowest cell ........................ clkdlybuf4s50_1

[Placed design]
  Placement-stage worst setup slack ........................ 343 ps
  Count of input and output buffers ........................ 112
  Placer's final routability congestion estimate ........................ 0.842
  Post-DP HPWL ........................ 81.2 mm

[Job]
  Number of maximum-capacitance constraint violations ........................ 0
  Tool warning count ........................ 1029

[Die]
  # rows ........................ roughly 150
  Count of pins on the block boundary ........................ between 100 and 150
  Horizontal die dimension ........................ 405 um
  DIE AREA ........................ 0.164 mm2
  Core utilization before placement ........................ 0.303
  Height of the chip ........................ 405 um
  Placeable Area ........................ 0.161 mm2

[Status]
  Run status ........................ completed

[Worst hold path]
  Worst min-delay path class ........................ input port to output pin

----------------------------------------------------
[metrics by stage]
stage	instance area, um2	power [mW]	utilization	std cells
final	60600	13.2	0.377	6765
after global routing	60600	14.1	0.377	6764
after CTS	60400	13.4	0.375	6763
after detailed placement	53000	7.49	0.329	5547
after global placement	53000	7.49	0.329	5547
after floorplan	48800	7.04	-	3387
[timing repair]
| item | CTS | global route |
|---|---|---|
| setup endpoints to repair | 8 | 23 |
| resized | 10 | 33 |
| pin swaps | 2 | 6 |
| endpoints found under the hold margin | 0 | 0 |
[power by group through the flow]
stage | Sequential (mW) | Clock (mW) | Combinational, mW
4_1_cts | 5.69 | 6.70 | 1.04
5_1_grt | 5.68 | 7.27 | 1.11
6_report | 5.69 | 6.49 | 1.05
[Yosys cell counts]
cell | count | area [um2]
mux2i_1 | 1024 | 10200
and2_1 | 2 | 12.5
nor2_1 | 35 | 131
clkbuf_4 | 4 | 30.0
or2_2 | 2 | 12.5
nor3_1 | 64 | 320
a31oi_1 | 64 | 400
a21oi_1 | 192 | 961
buf_6 | 37 | 417
buf_4 | 52 | 390
nor2b_1 | 4 | 25.0
nand2_1 | 195 | 732
edfxtp_1 | 1024 | 30700
inv_1 | 1 | 3.75
nand3_1 | 194 | 971
or3b_2 | 3 | 26.3
a22oi_1 | 192 | 1440
clkbuf_1 | 73 | 274
buf_2 | 80 | 400
nand2b_1 | 4 | 25.0
buf_1 | 7 | 26.3
a22o_1 | 128 | 1120
nand3b_1 | 5 | 37.5
or3_1 | 1 | 6.26
[metal layers]
metal,vias up,share of wire,GRT usage
met4,16,0.034,0.0879
li1,15665,-,-
met1,16469,0.36,0.216
met3,289,0.13,0.127
met2,1760,0.47,0.290
met5,-,0.00086,0.0101
[worst max-delay path: cells and delay by family, from the launching register on]
family                 cells  cell delay (ps)
DFF                        1              380
buffers and inverters      1              490
muxes                      1              170
and+or+nand+nor            2              270
AOI/OAI and AO/OA          2              430
[cell usage in the layout, fill, tap and decap left out, drive strengths merged]
cell           instances
clkbuf               112
nand3                194
bufinv                12
clkinv                 2
mux2i               1024
edfxtp              1024
clkinvlp              27
buf                  143
nand2                195
a31oi                 64
and2                   2
or3                    1
dlymetal6s2s           2
clkdlybuf4s50        106
nor3                  64
a21oi                192
a22oi                192
nor2b                  4
nor2                  35
dlygate4sd2            2
or2                    2
inv                 1064
nand2b                 4
diode                  2
a22o                 128
or3b                   3
nand3b                 5
[path summary, 6_finish.rpt]
check,cells after the start,endpoint,slack [ps],startpoint
worst max-delay path,6,RD2[14],100,ROM[7][14]
worst min-delay path,6,RD1[10],4460,A1[1]
[logic make-up (layout without fill, tap and decap cells)]
logic type,count (synthesis),in the layout,synth area share
other,0,2,0
DFF,1024,1024,0.631
muxes,1024,1024,0.210
and+or+nand+nor,509,509,0.0472
buffers and inverters,254,1470,0.0316
AOI/OAI and AO/OA,576,576,0.0805
[final cells by class]
type                       count  area, um2
antenna                        2       5.00
clock buffer                 112       2800
clock inverter              1105       4570
fill                       14652     100000
multi-input combinational   2109      17000
sequential                  1024      30700
tap                         2160       2700
timing repair buffer         253       2780
No activity file was given, so power comes from the tool's default toggle rates.
