==> ./design.v <==
module ID_EX_Register(
    input        clk,
    input        rst_n,
    input       [31:0]  RD1,
    input       [31:0]  RD2,
    input       [4:0]   Rt,
    input       [4:0]   Rs,
    input       [4:0]   Rd,
    input       [31:0]  SignImm,
    input       [31:0]  PCPlus4D,
    output  reg [31:0]  RD1E,
    output  reg [31:0]  RD2E,
    output  reg [4:0]   RtE,
    output  reg [4:0]   RsE,
    output  reg [4:0]   RdE,
    output  reg [31:0]  SignImmE,
    output  reg [31:0]  PCPlus4E,
    input               RegWriteD,
    input               MemtoRegD,
    input               MemWriteD,
    input               RegDstD,
    input               ALUSrcD,
    input               FlushE,
    input       [2:0]   ALUControlD,
    output  reg         RegWriteE,
    output  reg         MemtoRegE,
    output  reg         MemWriteE,
    output  reg         RegDstE,
    output  reg         ALUSrcE,
    output  reg [2:0]   ALUControlE
);
    always @(posedge clk or negedge rst_n ) begin
        if(!rst_n)begin
            RegWriteE   <=  1'b0;
            MemtoRegE   <=  1'b0;
            MemWriteE   <=  1'b0;
            RegDstE     <=  1'b0;
            ALUSrcE     <=  1'b0;
            ALUControlE <= 3'b000;
        end
        else if (FlushE) begin
            RegWriteE   <=  1'b0;
            MemtoRegE   <=  1'b0;
        end
        else begin
            RD1E        <= RD1;
            RD2E        <= RD2;
            RtE         <= Rt;
            RsE         <= Rs;
            RdE         <= Rd;
            SignImmE    <= SignImm;
            PCPlus4E    <= PCPlus4D;
            RegWriteE   <=  RegWriteD;
            MemtoRegE   <=  MemtoRegD;
            MemWriteE   <=  MemWriteD;
            RegDstE     <=  RegDstD;
            ALUSrcE     <=  ALUSrcD;
            ALUControlE <=  ALUControlD;
        end
    end
endmodule
==> ./run.sh <==
#!/bin/bash
# OpenROAD 26Q1-2900-gdf79404cd8, Yosys 0.63+post, stock flow scripts
make -C /OpenROAD-flow-scripts/flow DESIGN_CONFIG=/design/flow/config.mk WORK_HOME=/design/flow/orfs finish
==> ./config.mk <==
export PLATFORM = sky130hd
export DESIGN_NAME = ID_EX_Register
export DESIGN_NICKNAME = ID_EX_Register
export VERILOG_FILES = /design/flow/design.v
export SDC_FILE = /design/flow/constraint.sdc
export NUM_CORES = 4
export LEC_CHECK = 1
export CORE_AREA = 10 10 176 176
export DIE_AREA = 0 0 186 186
==> ./constraint.sdc <==
current_design ID_EX_Register

set clk_period 1.5
set clk_io_pct 0.2

create_clock -name clk0 -period $clk_period [get_ports {clk}]

set non_clock_inputs [all_inputs -no_clocks]
set_input_delay [expr $clk_period * $clk_io_pct] -clock clk0 $non_clock_inputs
set_output_delay [expr $clk_period * $clk_io_pct] -clock clk0 [all_outputs]
==> reports/results.tsv <==
stage	metric	value	unit
detailed_routing	diode count	0	
synthesis	yosys cell count	161	
worst_setup_path	Startpoint Class	flop	
clocking	CTS H-tree depth	4	
pwr	Comb pwr share	8.9	%
final_timing	Setup TNS Final	0	ns
final_timing	max frequency	0.731	GHz
clocking	clock buffer depth	2	
die	DIE WIDTH	186	um
synthesis	Synth async-reset ratio	5.30	%
worst_setup_path	Slowest-stage cell, CP	edfxtp_1	
synthesis	Yosys cell types	5	
run	OpenROAD warnings	26	
global_routing	GRT Total Usage	8.69	%
detailed_routing	Antenna Nets Post-Route	0	
clocking	Num CTS Buffers	17	
die	die extent in y	186	um
final_timing	endpoints failing setup	0	
final_timing	Final Hold Viols	0	
outcome	outcome	finished, final reports clean	
final_timing	hold_ws	0.244	ns
worst_setup_path	WS Path Type	reg -> out	
synthesis	Post-Syn Area	4620	um2
detailed_routing	DR pass1 iterations	4	
worst_hold_path	worst hold path type	in -> async	
detailed_routing	initial detailed-routing violation count	109	
global_routing	met2 Resource Use GR	14.5	%
global_routing	initial antenna violation count	1	
final_timing	setup ws final	0.131	ns
global_routing	M1 GR Usage	10.1	%
pwr	sequential share of power	49.1	%
clocking	clock sink total	151	
final_timing	fin. max-slew vios	0	
synthesis	commonest cells in the netlist	edfxtp_1 (143), dfrtp_1 (8), mux2_4 (6), and2b_2 (3), buf_6 (1)	
worst_setup_path	reg2reg start	ALUControlE[1]$_DFFE_PN0N_	
synthesis	yosys synthesis warning count	1	
clocking	clock-pin slew on the worst setup and hold paths	0.06	ns
worst_setup_path	CP bufs+invs	1	
global_routing	largest net degree at the start of global routing	24	
pwr	pwr/cell area	1170	nW/um2
placed_design	dpl hpwl	12.9	mm
synthesis	count leader, synth	edfxtp_1	
worst_setup_path	Crit. End Element	primary output	
worst_setup_path	Worst Path Required	1.20	ns
die	Die ar.	34600	um2
synthesis	Chip Area, Yosys	4620	um2
detailed_routing	routed wire length	15.7	mm
synthesis	Dominant flop cell	edfxtp_1	
worst_setup_path	CP Launch Point	SignImmE[8]$_DFFE_PP_	
global_routing	met3 GRT Util	4.76	%
synthesis	cell taking the most area after synthesis	edfxtp_1	
synthesis	Synth Seq Share	97.2	%
run	MaxCap Viol Count	0	
synthesis	number of enable flip-flop cells	143	
clocking	Clock Tree Root	clkbuf_16	
worst_setup_path	Top Family by Delay on Critical Path	flip-flops	
pwr	Leakage	3.30	nW
worst_setup_path	arrival time worst endpoint	1.07	ns
die	core area	27000	um2
synthesis	top cells by area	edfxtp_1 (93%), dfrtp_1 (4.3%), mux2_4 (1.9%)	
placed_design	Setup WS pre-CTS	-0.177	ns
pwr	internal power	0.00821	W
pwr	switch share	19.2	%
clocking	TritonCTS clock tree	done	
placed_design	Port Buffer Count	304	
synthesis	synthesized area per cell	28.7	um2
global_routing	via count of the first global-routing pass	3100	
final_timing	post-layout period usage	91.3	%
worst_setup_path	Crit Path Max Fanout	1	
pwr	sw power	0.00195	W
detailed_routing	vias per std cell	3.35	
worst_setup_path	CP max stage delay	0.38	ns
clocking	post-CTS setup buffer count	0	
finish	Cell Count, Final, Fillers Out	855	
final_timing	minimum clock period	1.37	ns
pwr	peak supply drop	0.597	mV
synthesis	post-synthesis instance total	161	
clocking	clock latency on the worst-skew pair	0.40	ns
final_timing	Slew @ Worst Pin	0.173	ns
placed_design	GP Congestion	0.801	
detailed_routing	routed len/inst	18.3	um
die	Core Rows	60	
die	I/O pins	305	
synthesis	Top cell area share	92.9	%
pwr	Clk pwr share	42.0	%
worst_setup_path	Critical Path, Cell by Cell	dlygate4sd2_1	
placed_design	placed cell count	823	
clocking	Hold-fix buffers, CTS	0	
die	fp_density	17.1	%
final_timing	worst rel slew slack	88.5	%
final_timing	unrepaired setup endpoints after global routing	false	
detailed_routing	vias	2868	
final_timing	skew final	0	ns
synthesis	Synth Register Bits	151	
finish	layout cells sized above 1	10.5	%
global_routing	first-pass GRT wire length	21.2	mm
finish	P&R area growth vs syn	88.1	%
global_routing	GR Overflow Total	0	
detailed_routing	DRC viols	0	
global_routing	Top Usage Layer GRT	met2	
==> repair_timing <==
| item | in CTS | in global routing |
|---|---|---|
| pin swaps | 0 | 0 |
| resized | 150 | 1 |
| setup endpoints to repair | 150 | 1 |
==> layout make-up <==
| type | instances | area (um2) |
|---|---|---|
| clock buffers | 19 | 433 |
| flip-flops and latches | 151 | 4490 |
| well taps | 341 | 427 |
| clock inverters | 13 | 154 |
| multi-input cells | 9 | 118 |
| fillers | 2648 | 18300 |
| repair buffers | 322 | 3070 |
==> per-stage QoR <==
step	cell area (um2)	power, W	utilization, %
floorplan	4630	0.00512	-
global placement	8290	0.00621	30.7
detailed placement	8290	0.00621	30.7
CTS	8690	0.0104	32.2
global route	8690	0.0106	32.2
finish	8690	0.0102	32.2
==> cells by family (layout without fill, tap and decap cells) <==
family | count (synthesis) | in the layout | synth area share (%)
buffers and inverters | 1 | 354 | 0.244
and+or+nand+nor | 3 | 3 | 0.569
muxes | 6 | 6 | 1.95
DFF | 151 | 151 | 97.2
==> metal layers <==
layer  vias to the layer above  part of all wire, %  routed length [um]
li1                       1330                    -                   -
met1                      1374                   35                5540
met2                       155                   51                7930
met3                         7                   13                2040
met4                         2                 0.80                 125
met5                         -                 0.11                  17
==> layout by cell type (no fill, tap or decap), drive strengths merged <==
cell	instances
and2b	3
buf	18
bufinv	3
clkbuf	19
clkdlybuf4s50	153
clkinv	7
clkinvlp	1
dfrtp	8
dlygate4sd2	150
dlymetal6s2s	1
edfxtp	143
inv	2
mux2	6
==> flip-flops by register name, summed over array words and instances, names as in the netlist <==
name / flops
PCPlus4E: 32
RegWriteE: 1
SignImmE: 32
MemWriteE: 1
RegDstE: 1
RdE: 5
RsE: 5
RD2E: 32
ALUControlE: 3
RD1E: 32
RtE: 5
ALUSrcE: 1
MemtoRegE: 1
==> path summary, 6_finish.rpt <==
| kind | depth (start not counted) | slack, ns | end |
|---|---|---|---|
| max in group asynchronous | 2 | 1.13 | RegDstE$_DFFE_PN0N_ |
| min in group clk0 | 1 | 0.45 | RD1E[11]$_DFFE_PP_ |
| max | 1 | 0.13 | SignImmE[8] |
| max reg2reg | 1 | 0.74 | ALUControlE[1]$_DFFE_PN0N_ |
| min | 2 | 0.24 | RegWriteE$_DFF_PN0_ |
| min reg2reg | 1 | 0.52 | RegDstE$_DFFE_PN0N_ |
==> power by group through the flow <==
stage | Clock (W) | Sequential [W] | Combinational (W)
5_1_grt | 0.00463 | 0.00502 | 0.000982
6_report | 0.00426 | 0.00499 | 0.000906
4_1_cts | 0.00443 | 0.00500 | 0.000938
Power is estimated from default activity; no workload was simulated.
